File: design/flow/run.sh
#!/bin/bash
# OpenROAD 26Q1-2900-gdf79404cd8, Yosys 0.63+post, stock flow scripts
make -C /OpenROAD-flow-scripts/flow DESIGN_CONFIG=/design/flow/config.mk WORK_HOME=/design/flow/orfs finish
File: design/flow/config.mk
export PLATFORM = sky130hd
export DESIGN_NAME = morsToNum
export DESIGN_NICKNAME = morsToNum
export VERILOG_FILES = /design/flow/design.v
export SDC_FILE = /design/flow/constraint.sdc
export NUM_CORES = 4
export LEC_CHECK = 1
export CORE_AREA = 10 10 91 91
export DIE_AREA = 0 0 101 101
File: design/flow/constraint.sdc
current_design morsToNum

set clk_period 1.9
set clk_io_pct 0.2

create_clock -name clk0 -period $clk_period [get_ports {clk}]

set non_clock_inputs [all_inputs -no_clocks]
set_input_delay [expr $clk_period * $clk_io_pct] -clock clk0 $non_clock_inputs
set_output_delay [expr $clk_period * $clk_io_pct] -clock clk0 [all_outputs]
File: design/flow/design.v
`timescale 1ns / 1ps
module morsToNum(
    input mors,
    input clk,
    input rst,
    output reg [3:0] num
    );
reg [1:0] counterOne;
reg [3:0] counterZero;
reg zeroFlag;
reg oneFlag;
reg [4:0] morsNum;
always @ (posedge clk)
	if (rst == 1)
		begin
		counterOne <= 0;
		counterZero <= 0;
		zeroFlag <= 0;
		oneFlag <= 0;
		end
	else
		if (mors == 1)
			begin
			counterOne <= counterOne + 1;
			counterZero <= 0;
			zeroFlag <= 0;
			if (counterOne == 1)
				oneFlag <= 1;
			else if (counterOne == 3)
				oneFlag <= 1;
			else 
				oneFlag <= 0;
			end
		else if (mors == 0)
			begin
			counterZero <= counterZero + 1;
			counterOne <= 0;
			oneFlag <= 0;
			if (counterZero == 3)
				zeroFlag <= 1;
			end
always @(posedge clk)
	if (rst == 1)
		morsNum <= 0;
	else
		if ((oneFlag == 1) && (counterOne == 1))
			morsNum <= {morsNum[3:0], 1'b0};
		else if ((oneFlag == 1) && (counterOne == 3))
			morsNum <= {morsNum[3:0], 1};
always @(posedge clk)
	if (zeroFlag == 1)
		case (morsNum)
			5'b00000: num <= 5;
			5'b10000: num <= 6;
			5'b11000: num <= 7;
			5'b11100: num <= 8;
			5'b11110: num <= 9;
			5'b11111: num <= 0;
			5'b01111: num <= 1;
			5'b00111: num <= 2;
			5'b00011: num <= 3;
			5'b00001: num <= 4;
		endcase
endmodule
==> reports/results.ini <==
[run_status]
outcome=finished, final reports clean

[grt]
gr-usage-met3_pct=1.80
top_usage_layer=met1
grt_util_met2_pct=2.70
grtUsageTotal_pct=2.41
grt_remaining_overflow=0
antenna_found_initial=0
grt_max_degree=12
grt_pass1_wl_um=2040
gr-usage-met1_pct=3.54
grt_pass1_vias=463

[drt]
drt_iter0_markers=34
vias_per_cell=3.39
firstDrtPassIters=4
drc=0
routedWlPerCell_um=7.98
vias=522
wirelength_um=1230
antenna_cells=0
ant_nets=0

[worst_setup_path]
cp_max_fo=1
crit_type=reg2out
reg2reg_to=num[2]$_DFFE_PP_
crit_path_end_kind=output port
r2r_cells=3
required_ps=1520
rrSetupSlack_ps=490
worst_ep_arrival_time_ps=1030
crit_chain=clkdlybuf4s50_1
slowest_delay_ps=460
r2r_start=morsNum[3]$_SDFFE_PP0P_
cp_slowest_cell=clkdlybuf4s50_1
critPathTopFamily=buffers and inverters
cp_num_buf_inv=1
critPathLaunchType=flip-flop

[logic_synthesis]
synth.distinct_cells=28
syn_inst=72
synthSimpleGateAreaFrac_pct=15.6
yosysWarnings=1
xor_share_pct=4.70
ys_sh_aoi_pct=14.8
top_area_cell=dfxtp_1
seq_area_frac_synth_pct=51.0
synth_flop_count=17
yosys.area_share.adder_pct=5.03
avgSynthCellArea_um2=10.4
syn_area_um2=746
top_logic_kind=simple AND/OR/NAND/NOR gates
mux_share_pct=2.68
yosys_cells=72
area_leaders=dfxtp_1 35%, edfxtp_1 16%, ha_1 5.0%
synth.top_cell.area_share_pct=34.9
yosysChipArea_um2=746

[sta]
tns_ps=0
rsz0062_at_grt=false
final.min_clock_period_ps=1410
finalSetupViolations=0
hold_slack_ps=457
max_freq_mhz=709
slew_viol_final=0
relSlewSlack_pct=71.9
finClkSkew_ps=0.702
fin_crit_sh_pct=74.3
worst_slew_pin_slew_ps=421
hold_viol_final=0

[clock_tree]
ctsHoldBuffers=0
ctsResizeCount=0
cts_buffers=3
cts.htree.levels=1
clockBufferDepth=2
cts_tree=done
clock_latency_ps=250
clock-root-buffer=clkbuf_8
post_cts_buffers=0
clkTransAtPathRegs_ps=70
cts_sinks=17

[layout]
area_delta_synth_final_pct=22.1
drive_gt1_share_pct=6.49
post-route-cell-area_um2=911

[job]
warning_count=26
maxCapViolations=0

[min_path]
holdPathEnd=counterOne[0]$_SDFF_PP0_
hold_path_depth=1
hold_path.startpoint=counterOne[0]$_SDFF_PP0_
hold_class=reg2reg

[floorplanning]
die_area_um2=10200
fp-utilization_pct=11.7
rows=29
die_y_um=101
io-pin-count=7
die_w_um=101
fp.coreArea_um2=6350

[pwr]
leakage_nw=0.280
power_density_nw_per_um2=736
vdd_drop_max_uv=381

[place]
dp_hpwl_um=868
postPlaceCellArea_um2=863
gp_congestion=0.806
place.port_buffers=6

==> flip-flops by register name, summed over array words and instances (netlist names) <==
signal	count
morsNum	5
counterZero	4
oneFlag	1
num	4
zeroFlag	1
counterOne	2
==> cell families after synthesis <==
family,Yosys count
simple gates,24
flops,17
compound gates,15
buf+inv,7
xor+xnor,4
fa+ha+maj,3
mux,2
==> cell type report <==
class / instances / area [um^2]
flip-flops and latches: 17 / 380
repair buffers: 6 / 60.1
multi-input cells: 48 / 319
fillers: 698 / 5440
inverters: 2 / 7.51
clock inverters: 1 / 6.26
well taps: 77 / 96.3
clock buffers: 3 / 41.3
==> routing by layer <==
layer | share of wire [%] | wire, um
met2 | 34 | 412
met3 | 12 | 149
met5 | 0 | 0
met1 | 54 | 667
met4 | 0 | 0
==> worst max-delay path by stage <==
stage                       start          endpoint  slack, ps  cells after the start
4_1_cts          num[3]$_DFFE_PP_            num[3]        470                      1
6_report         num[3]$_DFFE_PP_            num[3]        490                      1
5_1_grt   morsNum[3]$_SDFFE_PP0P_  num[3]$_DFFE_PP_        370                      3
==> report_power, final <==
group	internal (W)	total [W]	switching [W]
sequential	0.000373	0.000377	0.00000376
clock	0.000148	0.000274	0.000125
combinational	0.00000915	0.0000201	0.0000110
total	0.000531	0.000670	0.000140
==> per-stage QoR <==
step	cells	total power, W	utilization [%]	setup WS (ps)
floorplan	72	0.000396	-	694
global placement	150	0.000405	13.6	469
detailed placement	150	0.000405	13.6	441
CTS	154	0.000679	14.3	472
global route	154	0.000705	14.3	366
finish	154	0.000670	14.3	489
==> cells in the mapped netlist <==
| cell | count |
|---|---|
| mux2i_1 | 2 |
| nor2_1 | 10 |
| a22oi_1 | 1 |
| a32oi_1 | 4 |
| a211oi_1 | 1 |
| or2_1 | 1 |
| edfxtp_1 | 4 |
| o21ai_0 | 1 |
| nor3_1 | 5 |
| ha_1 | 3 |
| clkbuf_1 | 1 |
| buf_6 | 2 |
| o32ai_1 | 2 |
| inv_1 | 2 |
| nand3_1 | 1 |
| o21ai_1 | 1 |
| nand2b_1 | 1 |
| o2111a_1 | 1 |
| a21oi_1 | 3 |
| nand2b_4 | 1 |
| dfxtp_1 | 13 |
| xor2_1 | 2 |
| buf_2 | 1 |
| nand2_1 | 4 |
| a31oi_1 | 1 |
| xnor2_1 | 2 |
| nor3b_1 | 1 |
| buf_4 | 1 |
==> layout by cell type (no fill, tap or decap), drive strengths merged, types with 3 or more instances in the layout <==
cell / instances
a21oi: 3
nor2: 10
inv: 3
dfxtp: 13
edfxtp: 4
nand2: 4
a32oi: 4
clkbuf: 3
ha: 3
nor3: 5
clkdlybuf4s50: 6
No activity file was given, so power comes from the tool's default toggle rates.
