===== flow/constraint.sdc =====
current_design clock_divider

set clk_period 2.1
set clk_io_pct 0.2

create_clock -name clk0 -period $clk_period [get_ports {clk_100MHz}]

set non_clock_inputs [all_inputs -no_clocks]
set_input_delay [expr $clk_period * $clk_io_pct] -clock clk0 $non_clock_inputs
set_output_delay [expr $clk_period * $clk_io_pct] -clock clk0 [all_outputs]

===== flow/config.mk =====
export PLATFORM = sky130hd
export DESIGN_NAME = clock_divider
export DESIGN_NICKNAME = clock_divider
export VERILOG_FILES = /design/flow/design.v
export SDC_FILE = /design/flow/constraint.sdc
export NUM_CORES = 4
export LEC_CHECK = 1
export CORE_AREA = 10 10 70 70
export DIE_AREA = 0 0 80 80

===== flow/design.v =====
`timescale 1ns / 1ps
module clock_divider(
    input clk_100MHz,   
    output reg clk_50MHz,  
    output reg clk_10MHz,   
	 input rst  
);
reg [0:0] counter_50MHz = 0;   
reg [3:0] counter_10MHz = 0;   
always @(posedge clk_100MHz or posedge rst) begin
	 if (rst == 1) begin
		clk_50MHz <= 0;
		clk_10MHz <= 0;
	 end
	 else begin
		 counter_50MHz <= counter_50MHz + 1;
		 if (counter_50MHz == 1) begin
			  clk_50MHz <= ~clk_50MHz;
			  counter_50MHz <= 0;
		 end
		 counter_10MHz <= counter_10MHz + 1;
		 if (counter_10MHz == 9) begin
			  clk_10MHz <= ~clk_10MHz;
			  counter_10MHz <= 0;
		 end
	 end
end
endmodule

===== flow/run.sh =====
#!/bin/bash
# OpenROAD 26Q1-2900-gdf79404cd8, Yosys 0.63+post, stock flow scripts
make -C /OpenROAD-flow-scripts/flow DESIGN_CONFIG=/design/flow/config.mk WORK_HOME=/design/flow/orfs finish

==> run summary <==
impl run done, here's what came out: number of global-route vias before repair 188, overall routing resource usage 1.64%, Clk Latency, worst-skew pair 0.25 ns, cell internal power dissipation about 310 uW, clock tree from TritonCTS yes, result of the run completed, I/O pins 4, sequential cell fraction of total power 50.9%, Hold Vio Cnt, Final 0, setup repair after global routing missed its margin no, combinational cell fraction of total power between 10% and 20%, buffers inserted by post-CTS timing repair 0, fin crit period 1.50 ns, Synth Cell Area 330 um^2, reg-to-reg setup timing slack 0.92 ns, number of logged tool warnings 26, Clk network pwr share about 30%, cell area reported after detailed placement between 400 and 500 um^2, endpoint class of the critical path output port, Post-CTS Hold Fix Bufs 0, antenna violations before repair 0, die width 80 um, number of instances resized during post-cts repair 0, endpoints failing setup 0, number of antenna-violating nets in the routed design 0, clock skew after layout 0.00273 ns, final global-route overflow total 0, drt pass-1 iters 2, cell depth of the worst setup path 1, cell types occupying the most area after synthesis edfxtp_1 (45%), dfrtp_1 (15%), ha_1 (7.6%), xor2_1 (5.3%), and2_1 (3.8%), relative max-transition margin ~83%, cell count of the worst reg-to-reg path 3, Iteration-0 DRC Markers 3, Clk Tree Root Cell clkbuf_4, Netlist cell types 14, first-pass GRT wire length 834 um, highest cell delay on the worst timing path 0.48 ns, Power Dens Cells 910 mW/mm^2, data arrival time at the worst-slack endpoint between 1 and 1.5 ns, most common library cell in the layout ignoring fill and taps edfxtp_1, Top cell area share a little under half, via count 200, mean post-synth cell area 12.7 um^2, actual transition at the worst max-transition pin 0.248 ns, Core Box Area ~0.0034 mm^2, highest clock frequency the design can meet around 670 MHz, clock-pin slew on the worst setup and hold paths about 0.050 ns, number of H-tree levels 1, IR Drop Worst-Case VDD 496 uV, WP buf/inv 1, setup slack of the critical path after layout 0.601 ns, Area growth syn-to-layout 34.8%, total net switching power 95.6 uW, startpoint of the worst-slack reg-to-reg timing path counter_10MHz[0], count of unresolved DRC violations after routing 0, Design Power 405 uW, number of cells in the yosys synthesis report 26, share of layout cells above drive strength 1 15.2%, Synth Seq Share between 60 and 70%, post-synthesis sequential element count 7, chip area 0.00640 mm^2, Yosys warning count 1, CTS Buffer Depth 2, worst endpoint required time roughly 1.7 ns, Yosys top cell by area edfxtp_1, sum of routed wire length over all layers 483 um, Worst Setup EP clk_10MHz, CP startpoint kind flip-flop, number of rows created at floorplan 21, Post-Route Hold Slack 0.394 ns, Period Utilization, post-route 71.4%, maximum number of pins on one net before global-route repair 8, Static Leakage around 0.17 nW, reg-to-reg critical path endpoint clk_10MHz, per-cell via count in the routed design 2.53, largest fanout of any net on the critical path 2, synthesized chip area reported by yosys approximately 330 um^2, final design instance area without fill ~450 um^2, synthesized instance count 26, post-place setup slack about 0.73 ns, antenna fix cells 0, critical-path cell with the highest stage delay clkdlybuf4s50_1, hold crit path type in -> async, leading cell types in the layout, fill and taps excluded edfxtp_1 (5), inv_1 (3), clkbuf_4 (3), clkdlybuf4s50_1 (3), number of slew-limit violations in the final report 0, Routability Congestion 0.667, Wirelength per Cell 6.11 um, dominant delay contributor by cell family on the critical path buffers and inverters, number of buffers inserted during clock tree synthesis 3, port bufs 3, CP Cell Sequence clkdlybuf4s50_1, die height 80 um, Core Util at FP 9.67%, critical path launch point clk_10MHz, clock sink total 7, max cap viols 0, final total negative setup slack 0 ns, switching share of total power 23.6%, worst setup path category reg -> out
## synthesized netlist by cell type
master,count
and2_1,2
and3b_2,1
dfrtp_1,2
edfxtp_1,5
ha_1,2
inv_1,3
nand2_1,1
nand2b_1,2
nand4b_1,1
nor2_1,2
o21ai_1,1
o221ai_1,1
or2b_1,1
xor2_1,2
## flip-flops by register name, summed over array words and instances, names as in the netlist
register and count:
counter_10MHz 4, clk_10MHz 1, counter_50MHz 1, clk_50MHz 1
## metal layers
layer | share of wire (%) | track usage (%) | vias up
met1 | 46 | 2.05 | 91
met2 | 37 | 1.85 | 5
li1 | - | - | 102
met3 | 13 | 1.36 | 2
met5 | 0 | 0 | -
met4 | 4.6 | 0.880 | 0
## power groups by stage
stage,Clock (mW),Sequential [mW],Combinational (mW)
6_report,0.119,0.207,0.0795
4_1_cts,0.128,0.208,0.0831
5_1_grt,0.140,0.212,0.0922
## worst min-delay path by stage
stage	from	end	slack [ns]	cells past startpoint
after global routing	rst	clk_50MHz	0.42	2
final	rst	clk_50MHz	0.39	2
after CTS	rst	clk_50MHz	0.40	2
## layout make-up
| class | count | area [um^2] |
|---|---|---|
| flip-flops and latches | 7 | 200 |
| multi-input cells | 16 | 119 |
| clock inverters | 1 | 5.00 |
| well taps | 46 | 57.6 |
| clock buffers | 3 | 22.5 |
| fillers | 399 | 2970 |
| repair buffers | 3 | 30.0 |
| inverters | 3 | 11.3 |
## stage by stage
step           util, %  cells
2_1_floorplan        -     26
3_3_place_gp      12.2     75
3_5_place_dp      12.2     75
4_1_cts           13.0     79
5_1_grt           13.0     79
6_report          13.0     79
## kinds of logic (layout without fill, tap and decap cells)
family                     Yosys count  in the layout  synth area share (%)
and+or+nand+nor                     10             10                  18.9
xor gates and xnor gates             2              2                  5.30
buffers and inverters                3             10                  3.41
AOI/OAI and AO/OA                    2              2                  4.17
adders and majority gates            2              2                  7.57
DFF                                  7              7                  60.6
Power figures rest on the tool's default switching activity, not on a simulated workload.
