==> /design/flow/design.v <==
`timescale 1ns / 1ps
module numToMors(
    input [4:0] inputNum,
	 input clk,
	 input rst,
    output reg mors
    );
reg [20:0] lt [0:9];
reg [20:0] numTemp;
reg [1:0] index;
always @ (posedge clk)
	if (rst == 1) begin
		lt[1] <= 21'b101110111011101110000;
		lt[2] <= 21'b101011101110111000000;
		lt[3] <= 21'b101010111011100000000;
		lt[4] <= 21'b101010101110000000000;
		lt[5] <= 21'b101010101000000000000;
		lt[6] <= 21'b111010101010000000000;
		lt[7] <= 21'b111011101010100000000;
		lt[8] <= 21'b111011101110101000000;
		lt[9] <= 21'b111011101110111010000;
		lt[0] <= 21'b111011101110111011100;
		index <= 2'b10;
		numTemp <= 21'b000000000000000;
	end
	else begin
		if (index == 2) begin
			index <= 2'b00;
			numTemp <= lt[inputNum];
		end
		else begin
			if (numTemp[20] == 0) begin
				mors <= numTemp[20];
				index <= index + 1;
			end
			else begin
				mors <= numTemp[20];
				index <= 0;
			end
			numTemp <= {numTemp[19:0],1'b0};
		end
	end
endmodule
==> /design/flow/run.sh <==
#!/bin/bash
# OpenROAD 26Q1-2900-gdf79404cd8, Yosys 0.63+post, stock flow scripts
make -C /OpenROAD-flow-scripts/flow DESIGN_CONFIG=/design/flow/config.mk WORK_HOME=/design/flow/orfs finish
==> /design/flow/config.mk <==
export PLATFORM = sky130hd
export DESIGN_NAME = numToMors
export DESIGN_NICKNAME = numToMors
export VERILOG_FILES = /design/flow/design.v
export SDC_FILE = /design/flow/constraint.sdc
export NUM_CORES = 4
export LEC_CHECK = 1
export CORE_AREA = 10 10 86 86
export DIE_AREA = 0 0 96 96
==> /design/flow/constraint.sdc <==
current_design numToMors

set clk_period 2.1
set clk_io_pct 0.2

create_clock -name clk0 -period $clk_period [get_ports {clk}]

set non_clock_inputs [all_inputs -no_clocks]
set_input_delay [expr $clk_period * $clk_io_pct] -clock clk0 $non_clock_inputs
set_output_delay [expr $clk_period * $clk_io_pct] -clock clk0 [all_outputs]
==> results.yml <==
# yosys + openroad results
detailed_routing:
  antenna_left: 0
  drt-vias-per-instance: 3.58
  dr_total_vias: 615
  first_iter_violations: 109
  drtPass1Iterations: 4
  diodes: 0
  drt-total-wl_um: 1560
  wl_per_cell_um: 9.04
  drc: 0
clocking:
  cts_tree: "built"
  cts_buffer_depth: 2
  cts_setup_buffers: 0
  cts_resized: 0
  clkLatencyLatePin_ns: 0.26
  cts_root_buf: "clkbuf_8"
  cts.sinks: 22
  htreeDepth: 1
  cts_hold_buf: 0
  cts.reportedPaths.clkPinSlew_ns: 0.08
  cts_buffers: 3
floorplan:
  die_h_um: 96
  std_cell_rows: 27
  die-area_um2: 9220
  io_pins: 8
  initCoreUtil_pct: 15.0
  coreArea_um2: 5540
  die_x_um: 96
critical_path:
  worst_ep_required_time_ns: 2.29
  crit_type: "flop to flop"
  slowest_delay_ns: 0.54
  cp-start-kind: "flop"
  critPathCaptureType: "flop"
  critPathBufInv: 1
  cp_slowest_cell: "or4b_4"
  crit_chain: "inv_1 > ha_1 > nand2b_4 > or4b_4 > nand2_1"
  crit_fanout: 10
  cp.arrival_ns: 1.83
  critical-path-top-delay-family: "simple AND/OR/NAND/NOR gates"
global_routing:
  track_usage_pct: 3.79
  grt_max_degree: 17
  antenna_found_initial: 0
  grt_pass1_wl_um: 2830
  gr-total-overflow: 0
  first_global_vias: 596
yosys:
  yosys_area_um2: 830
  topCellsByArea: "dfxtp_1, nor2_1, nand2_1"
  synth_top_area_share_pct: 50.7
  yosysCellCount: 91
  edf_count: 1
  syn_area_um2: 830
  ys.warnings.count: 2
  ys_top_cells_by_count: "dfxtp_1, nor2_1, nand2_1"
  synth_area_leader_cell: "dfxtp_1"
  async_flop_share_pct: 0
  numSynthFlops: 22
  synth_seq_share_pct: 54.3
  synth_cell_types: 30
  ff_type: "dfxtp_1"
  synthCells: 91
  avgSynthCellArea_um2: 9.12
finish:
  flop_area_um2: 450
  fillCellCount: 617
  drive_above_1_share_pct: 14.0
  syn2layout_area_growth_pct: 27.9
  combGateArea_um2: 348
placed_design:
  place_congestion: 0.784
  portBuffers: 6
  dpl.hpwl_um: 1140
sta:
  setup_viol: 0
  fmax_mhz: 612
  period_minus_slack_ns: 1.63
  min_period_over_period_pct: 77.8
  fin_setup_tns_ns: 0
  report.final.slew_viol_count: 0
  clock_skew_ns: 0.00779
  rsz0062_at_grt: "false"
  worst_pin_slew_ns: 0.487
  finalHoldViolations: 0
  slew_headroom_pct: 67.4
power_and_ir_drop:
  p_leak_nw: 0.407
  internal_power_mw: 0.799
  p_per_area_nw_per_um2: 974
  p_sw_mw: 0.234
  p_total_mw: 1.03
  ir_worst_vdd_mv: 0.484
  p_sw_share_pct: 22.7
  power_frac_comb_pct: 15.1
  pwr-share-seq_pct: 47.5
  p_clk_share_pct: 37.4
worst_hold_path:
  hp-class: "flop to flop"
flow_run:
  maxCapViolCount: 0
  tool_warnings: 26
status:
  status: "finished clean"
## registers in the layout (all words and copies together) (netlist names)
register / flops
numTemp: 19
mors: 1
index: 2
## final cells by class
| cell class | count | area share [%] |
|---|---|---|
| tap | 72 | 8.49 |
| clock buffer | 3 | 3.89 |
| multi-input combinational | 62 | 32.8 |
| inverter | 1 | 0.354 |
| clock inverter | 1 | 2.83 |
| sequential | 22 | 42.5 |
| timing repair buffer | 11 | 9.20 |
## kinds of logic after synthesis
logic type / share of synthesized area [%]
muxes: 1.21
buffers and inverters: 3.77
adders and majority gates: 1.51
and+or+nand+nor: 28.1
AOI/OAI and AO/OA: 11.2
DFF: 54.3
## final timing paths
| kind | start | end | slack, ns | depth (start not counted) |
|---|---|---|---|---|
| max | index[0] | numTemp[13] | 0.47 | 5 |
| min | index[0] | index[0] | 0.43 | 1 |
| max reg2reg | index[0] | numTemp[13] | 0.47 | 5 |
| min reg2reg | index[0] | index[0] | 0.43 | 1 |
## through the flow
| step | hold WS, ns | util (%) | instances | worst slack (ns) | cell area (um2) |
|---|---|---|---|---|---|
| 3_3_place_gp | 0.407 | 17.9 | 168 | 0.320 | 990 |
| 6_report | 0.428 | 19.2 | 172 | 0.466 | 1060 |
| 2_1_floorplan | 0.399 | - | 91 | 0.782 | 830 |
| 3_5_place_dp | 0.419 | 17.9 | 168 | 0.321 | 990 |
| 5_1_grt | 0.455 | 19.2 | 172 | 0.380 | 1060 |
| 4_1_cts | 0.433 | 19.2 | 172 | 0.476 | 1060 |
## cells in the final DEF, fill, tap and decap left out
master / n
nor3_1: 5
dfxtp_1: 21
and2b_1: 1
clkbuf_8: 3
and3_1: 1
nand2_1: 9
a31oi_1: 1
buf_4: 5
a211oi_1: 2
bufinv_16: 1
edfxtp_1: 1
nand2b_1: 1
clkdlybuf4s50_1: 6
nor3b_1: 1
o21ai_0: 2
a2111oi_2: 1
inv_1: 1
a21oi_1: 1
o21ai_1: 2
nor4_1: 1
nor2_1: 21
o21ai_2: 2
o31ai_1: 1
and2_1: 1
nor2b_1: 1
ha_1: 1
or2_1: 1
or4b_4: 1
nand3b_1: 2
nand2b_4: 1
mux2i_1: 1
o22ai_1: 1
## power by group through the flow
stage                 combinational (mW)  sequential (mW)  clock [mW]
final                              0.156            0.491       0.387
after global routing               0.180            0.496       0.425
after CTS                          0.157            0.491       0.399
## routing by layer
layer  vias up  wire [um]  global-route usage [%]
met3         2         66                    1.42
met2         9        703                    5.83
li1        323          -                       -
met5         -          0                       0
met1       281        771                    5.20
met4         0         13                   0.246
Power and IR drop assume default switching activity.
